File: run.sh
#!/bin/bash
# OpenROAD 26Q1-2900-gdf79404cd8, Yosys 0.63+post, stock flow scripts
make -C /OpenROAD-flow-scripts/flow DESIGN_CONFIG=/design/flow/config.mk WORK_HOME=/design/flow/orfs finish
File: config.mk
export PLATFORM = sky130hd
export DESIGN_NAME = SORT
export DESIGN_NICKNAME = SORT
export VERILOG_FILES = /design/flow/design.v
export SDC_FILE = /design/flow/constraint.sdc
export NUM_CORES = 4
export LEC_CHECK = 1
export CORE_UTILIZATION = 30
File: constraint.sdc
current_design SORT

set clk_period 16.7
set clk_io_pct 0.2

create_clock -name clk0 -period $clk_period [get_ports {clk}]

set non_clock_inputs [all_inputs -no_clocks]
set_input_delay [expr $clk_period * $clk_io_pct] -clock clk0 $non_clock_inputs
set_output_delay [expr $clk_period * $clk_io_pct] -clock clk0 [all_outputs]
File: design.v
module SORT(
    input clk,
    input reset,
    output IROM_rd,
    output reg [3:0] IROM_A,
    input [7:0] IROM_Q,
    output reg IRAM_valid,
    output reg [3:0] IRAM_A,
    output reg [7:0] IRAM_D,
    output reg done
    );
localparam
    rst      = 0,
    load     = 1,
    build    = 2,
    heapify  = 3,
    write    = 4,
    extract  = 5,
    DONE     = 6;
assign IROM_rd = 1;
reg [7:0]A[1:16];
reg [3:0]state,nxt_state,ret_state;
reg [3:0]build_i;
reg [4:0]num;
reg [5:0]largest,index;
reg [5:0] left;
reg [5:0] right;
always @(posedge clk or posedge reset) begin
    if(reset) state <= rst;
    else      state <= nxt_state;
end
always @(*) begin
    case (state)
        rst : nxt_state = load;
        load : if(IROM_A == 15) nxt_state = build;
               else             nxt_state = load;
        build : nxt_state = heapify;
        heapify : if(index==largest) nxt_state = ret_state;
                  else                 nxt_state = heapify;
        write : if(IRAM_A==1) nxt_state = DONE;
                else            nxt_state = extract;
        extract : nxt_state = heapify;
        default : nxt_state = rst;
    endcase
end
always @(*) begin  
    left = {index,1'b0};
    right = {index,1'b1};
    largest = index;
    if((right <= num) && (A[right] > A[index]))
        largest = right;
    if((left <= num) && (A[left] > A[largest]))
        largest = left;
end
always @(posedge clk) begin
    case (state)
        rst : begin  
            IROM_A <= 0;
            IRAM_A <= 0;
            IRAM_valid <= 0;
            build_i <= 8;
            done <= 0;
            num <= 0;
        end
        load : begin  
            A[IROM_A+1] <= IROM_Q;
            IROM_A <= IROM_A + 1;
            num <= num + 1;
        end
        build : begin  
            index <= build_i;
            build_i <= build_i - 1;
            if(build_i == 1)
                ret_state <= write;
            else
                ret_state <= build;
        end
        heapify : begin  
            if(largest != index) begin
                A[index] <= A[largest];
                A[largest] <= A[index];
                index <= largest;
            end
        end
        write : begin  
            IRAM_valid <= 1;
            IRAM_A <= IRAM_A - 1;
            IRAM_D <= A[1];
        end
        extract : begin  
            IRAM_valid <= 0;
            A[1] <= A[num];
            num <= num - 1;
            index <= 1;
            ret_state <= write;
        end
        DONE : done <= 1;
    endcase
end
endmodule
==> Table 3: Implementation characteristics <==
Characteristics after synthesis and place and route

Parameter                              Value

Clock network
  Htree depth    4
  Number of gates resized after CTS    0
  Number of buffers added for setup after CTS    0
  Count of hold buffers inserted by post-cts repair    0
  Total clock buffers created by CTS    17
  Worst-skew pair later-pin latency    450 ps
  # clock sinks    170
  Clock transition at path regs    70 ps
  Root Driver    sky130_fd_sc_hd__clkbuf_16
  TritonCTS clock tree    yes
  Clock Path Buffers    2

GRT
  Global Route Usage Sum    21.6%
  Remaining global-route overflow    0
  Initial antenna violation count    0
  Pin count of the biggest net entering global routing    59
  Vias in the first global route    11132
  Wire length of the first global-routing pass    68.7 mm

Logic synthesis
  Prevailing post-synth register cell    sky130_fd_sc_hd__edfxtp_1
  Area of the mapped netlist    between 10000 and 15000 um^2
  Number of different library cells in the post-synthesis netlist    ~75
  Largest cells by area after synthesis    sky130_fd_sc_hd__edfxtp_1 38%, sky130_fd_sc_hd__mux4_2 12%, sky130_fd_sc_hd__o21ai_0 8.6%
  Leading post-synthesis cells by instance count    222 x sky130_fd_sc_hd__o21ai_0, 163 x sky130_fd_sc_hd__edfxtp_1, 159 x sky130_fd_sc_hd__a21oi_1
  Async S/R FF share, synth    between 1.5 and 2%
  Register share after synthesis    slightly below 40%
  Post-synth tally of flip-flops with integrated enable    163
  Syn Area/Cell    10.3 um^2
  Total number of yosys warnings    1
  Largest area contributor in the synthesized netlist    sky130_fd_sc_hd__edfxtp_1
  Area share, top type    37.7%
  Number of cells in the yosys synthesis report    approximately 1300
  Gate count after technology mapping    around 1300
  Chip area line of the yosys report    13000 um^2
  Most common cell in the netlist    sky130_fd_sc_hd__o21ai_0
  Number of synthesized register bits    170

Placed design
  Number of port buffers    27
  Worst slack at placement    7670 ps
  DPL Wire Length    34.3 mm
  Final RePlAce weighted congestion    roughly 0.98

Min path
  Tightest Hold Check Type    flip-flop to flip-flop

STA
  Final worst path period need    9250 ps
  Tightest slew margin relative to the limit    a little over a quarter
  Worst Max-Slew Pin Slew    approximately 1100 ps
  Worst Clk Skew    9.98 ps
  Count of endpoints failing hold in the final timing report    0
  Setup ws final    7450 ps
  Number of setup violations in the final report    0
  Total Neg Setup Slack    0 ps
  Ratio of final minimum period to clock period    55.4%
  Number of pins with negative max-slew slack in the final report    0
  Max Freq    0.108 GHz
  RSZ-0062 raised after global routing    false

Routing
  Average routed wire per standard cell    ~25 um
  Count of routing violations after the opening detailed-route iteration    1172
  Number of diodes    0
  DRC violations left    0
  Total number of vias    11233
  Antenna-violating nets left    0
  Post-Route WL    45.4 mm
  First drt pass iteration count    5
  Via-per-instance ratio    6.13

Setup path
  Critical path data arrival time    9410 ps
  Maximum fanout along the worst path    about 43
  Nature of the critical path endpoint    flip-flop
  Worst Path Required    around 17000 ps
  Type of the setup path with the least slack    flip-flop to flip-flop
  CP Launch Type    flip-flop

Final layout
  Sequential cell area in the final layout    between 5000 and 6000 um^2
  Number of filler instances in the final layout    approximately 4100
  Area grow syn2layout    11.0%
  Layout cells sized above 1    between 15 and 20%
  MI comb area    7350 um^2
  Post-Route Utilization    34.1%

Outcome
  Result of the run    complete, no violations

Floorplan
  Horizontal extent of the die    210 um
  IO Count    29
  Vertical extent of the die    210 um
  Core region area    roughly 42000 um^2
  Pre-Place Util    30.7%
  Chip Area    about 44000 um^2
  Std-Cell Rows    75

Pwr
  P_leak    4.53 nW
  Total power consumption of the routed design    0.894 mW
  Max VDD drop    just over 0.00007 V
  Power density over cell area    slightly above 60 nW/um^2

Flow run
  Log Warnings    28
  Number of maximum-capacitance violations    0
## power by group
part / total, mW / leakage (nW) / switching, mW / internal (mW)
logic: 0.0216 / 2.73 / 0.0127 / 0.00886
registers: 0.464 / 1.52 / 0 / 0.464
clock network: 0.408 / 0.287 / 0.184 / 0.224
total: 0.894 / 4.53 / 0.197 / 0.697
## placed cells by master (no fill, tap or decap), types with 15 or more instances in the layout
| cell | synthesis | routed |
|---|---|---|
| sky130_fd_sc_hd__nor2_1 | 39 | 39 |
| sky130_fd_sc_hd__ha_1 | 29 | 29 |
| sky130_fd_sc_hd__edfxtp_1 | 163 | 163 |
| sky130_fd_sc_hd__a32oi_1 | 41 | 41 |
| sky130_fd_sc_hd__nor2b_1 | 26 | 26 |
| sky130_fd_sc_hd__a21oi_1 | 159 | 157 |
| sky130_fd_sc_hd__a211oi_1 | 22 | 22 |
| sky130_fd_sc_hd__o21ai_0 | 222 | 222 |
| sky130_fd_sc_hd__inv_1 | 23 | 23 |
| sky130_fd_sc_hd__mux2i_1 | 30 | 29 |
| sky130_fd_sc_hd__buf_4 | 6 | 45 |
| sky130_fd_sc_hd__mux2_2 | 20 | 20 |
| sky130_fd_sc_hd__nand2_1 | 69 | 69 |
| sky130_fd_sc_hd__nand3_1 | 17 | 17 |
| sky130_fd_sc_hd__clkdlybuf4s50_1 | 0 | 27 |
| sky130_fd_sc_hd__mux4_2 | 72 | 72 |
| sky130_fd_sc_hd__clkbuf_16 | 0 | 17 |
| sky130_fd_sc_hd__o211ai_1 | 15 | 15 |
| sky130_fd_sc_hd__a31oi_1 | 39 | 39 |
## cells by family (layout without fill, tap and decap cells)
logic type | after synthesis | count (layout) | share of synthesized area (%)
xor+xnor | 10 | 10 | 0.674
other cells | 1 | 1 | 0.0289
simple gates | 224 | 224 | 9.71
mux | 122 | 122 | 16.5
fa+ha+maj | 30 | 30 | 2.95
buf+inv | 137 | 128 | 4.80
flops | 170 | 170 | 38.9
compound gates | 569 | 569 | 26.4
## worst max-delay path, stage by stage, from the launching register on
cell,delay (ps)
sky130_fd_sc_hd__dfxtp_4,560
sky130_fd_sc_hd__buf_4,620
sky130_fd_sc_hd__mux4_2,580
sky130_fd_sc_hd__mux4_2,730
sky130_fd_sc_hd__inv_1,130
sky130_fd_sc_hd__ha_1,270
sky130_fd_sc_hd__a21oi_1,140
sky130_fd_sc_hd__a31oi_1,110
sky130_fd_sc_hd__or2_2,340
sky130_fd_sc_hd__nand3_1,480
sky130_fd_sc_hd__mux2i_2,270
sky130_fd_sc_hd__buf_4,360
sky130_fd_sc_hd__mux2i_1,280
sky130_fd_sc_hd__mux2i_1,100
sky130_fd_sc_hd__mux2_2,280
sky130_fd_sc_hd__o211ai_1,170
sky130_fd_sc_hd__ha_1,300
sky130_fd_sc_hd__a21o_1,220
sky130_fd_sc_hd__a21o_1,240
sky130_fd_sc_hd__o211a_1,450
sky130_fd_sc_hd__a21oi_1,780
sky130_fd_sc_hd__nor2_1,320
sky130_fd_sc_hd__nand4b_1,410
sky130_fd_sc_hd__nor2b_1,600
sky130_fd_sc_hd__a21oi_1,140
## metrics by stage
step / hold slack [ps] / std cells / cell area [um^2]
floorplan: 478 / 1263 / 13000
detailed placement: 521 / 1799 / 13800
CTS: 544 / 1831 / 14400
global route: 557 / 1831 / 14400
global placement: 509 / 1799 / 13800
finish: 536 / 1831 / 14400
## final timing paths
kind                              start        to  slack, ps  depth (start not counted)
max                           flip-flop  A[16][6]       7450                         24
min                        ret_state[2]  state[2]        540                          2
min reg2reg                ret_state[2]  state[2]        540                          2
max reg2reg                   flip-flop  A[16][6]       7450                         24
min in group asynchronous         reset  state[1]       3070                          2
max in group asynchronous         reset  state[2]      13490                          2
## sequential cells by signal, summed over array words and instances, names as in the netlist, named ones only
name / flops
num: 5
A: 128
IROM_A: 4
build_i: 4
IRAM_D: 8
state: 3
index: 6
ret_state: 2
done: 1
IRAM_A: 4
IRAM_valid: 1
## routing by layer
layer  part of all wire, %  track usage, %
met1                    38            28.3
met2                    44            31.5
met3                    15            12.5
met4                   2.7            4.66
met5                     0           0.556
## layout make-up
class	instances	area share (%)
flip-flops and latches	170	35.1
inverters	24	0.625
clock inverters	14	1.09
multi-input cells	956	51.0
clock buffers	18	2.98
repair buffers	72	4.22
well taps	577	5.01
No activity file was given, so power comes from the tool's default toggle rates.
