==> flow/design.v <==
module MPQ#(
    parameter DATA_WIDTH = 8, parameter QUEUE_SIZE = 32)
    (clk,rst,data_valid,data,cmd_valid,cmd,index,value,busy,RAM_valid,RAM_A,RAM_D,done);  
    input clk;
    input rst;
    input data_valid;
    input [DATA_WIDTH-1:0] data;
    input cmd_valid;
    input [2:0] cmd;
    input [7:0] index;
    input [DATA_WIDTH-1:0] value;
    output reg busy;
    output reg RAM_valid;
    output reg [7:0]RAM_A;
    output reg [DATA_WIDTH-1:0]RAM_D;
    output reg done;
    reg [DATA_WIDTH:0] heap[QUEUE_SIZE:0];  
    reg [7:0] heap_size;  
    reg signed [7:0] outer_i;  
    reg signed [7:0] i, left, right, largest;  
    reg [7:0] address;  
    reg [3:0] RESET=4'b0000, WRITE_ARRAY=4'b0001, IDLE=4'b0010, BUILD_QUEUE=4'b0011, EXCHANGE_VAL=4'b0100,
    ADD_DATA=4'b0101, INCREASE_VAL=4'b0110, WRITE_RAM=4'b0111, UP_MAXIFY=4'b1000, _FIND_LARGEST=4'b1001, _EXCHANGE=4'b1010, DONE_MAX_HEAPIFY=4'b1011, DONE_COMMAND=4'b1100,
    DONE_UP_MAXIFY=4'b1101;
    reg [3:0] curr_state, next_state;
    reg [2:0] build_queue = 3'b000, extract_max = 3'b001, increase_value = 3'b010, insert_data = 3'b011, write_RAM = 3'b100;
    reg signed [7:0] parent;
    reg need_exchange;
    reg done_upmaxify;
    reg done_command;
    reg [2:0] curr_cmd;
    reg [7:0] curr_value, increase_val_value;  
    reg [7:0] curr_index, increase_val_index;
    reg [2:0] next_cmd;
    reg [7:0] next_value;
    reg [7:0] next_index;
    always @(negedge clk or posedge rst) begin
    if (rst) begin
        curr_state <= RESET;
    end
    else begin
        curr_state <= next_state;
        if (cmd_valid) begin
            next_cmd = cmd;
            next_value = value;
            next_index = index;
        end
        if (done_command) begin
            curr_cmd = next_cmd;
            curr_value = next_value;
            curr_index = next_index;
        end
        case (curr_state)
        RESET: begin
            need_exchange=0;
            done_upmaxify=0;
            busy=1; done=0;
            heap_size = 0;
            i         = 0; left = 0; right = 0; largest = 0; parent = 0;
            outer_i   = 0;
            address   = 0;
            need_exchange = 0; done_upmaxify = 0;
            next_cmd = build_queue; next_value = 0; next_index = 0;
            curr_cmd = build_queue; curr_value = 0; curr_index = 0;
            increase_val_index = 0; increase_val_value = 0;
            RAM_A = 0; RAM_D = 0; RAM_valid = 0;
        end
        WRITE_ARRAY: begin
            busy=1;
            if (data_valid) begin
                heap[heap_size] = data;
                heap_size = heap_size + 1;
            end
            else begin
                busy = 0;
            end
        end
        IDLE:begin
            busy = 1;
            RAM_valid = 0;
            done_command = 0;
            if (curr_cmd == build_queue)begin
                outer_i = (heap_size-1) >> 1;end
            if (curr_cmd == increase_value) begin
                increase_val_value = curr_value;
                increase_val_index = curr_index;
            end
            if (curr_cmd == write_RAM) begin
                RAM_valid = 1;
                address = 0;
            end
        end
        BUILD_QUEUE:begin
            busy=1;
            if (outer_i >= 0)begin
                i = outer_i;
                outer_i = outer_i - 1;
            end
        end
        EXCHANGE_VAL: begin
            busy=1;
            heap[0] = heap[heap_size-1];
            heap_size = heap_size - 1;
            i       = 0;
        end
        ADD_DATA: begin
            busy=1;
            heap_size         = heap_size + 1;
            heap[heap_size-1] = 0;
            increase_val_index                 = heap_size-1;
            increase_val_value                 = curr_value;
        end
        INCREASE_VAL: begin
            busy=1;
            if (increase_val_value < heap[increase_val_index]) begin
            end
            else begin
                heap[increase_val_index] = increase_val_value;
                i = increase_val_index;
            end
        end
        WRITE_RAM:begin
            busy = 1;
            RAM_valid = 1;
            RAM_A     = address;
            RAM_D     = heap[address];
            address   = address + 1;
            end
        UP_MAXIFY:begin
            parent = (i-1) >> 1;
            done_upmaxify = 0;
            if (i >= 0 && parent >= 0 &&  heap[parent] < heap[i]) begin
                {heap[parent], heap[i]} = {heap[i], heap[parent]};
                done_upmaxify = 1;
            end
        end
        DONE_UP_MAXIFY:begin
            busy=1;
            if (done_upmaxify)begin
                i = parent;
            end
        end
        _FIND_LARGEST:begin
            busy=1;
            largest = i;
            left  = (i << 1)+1;
            right = left+1;
            if (left < heap_size && heap[left] > heap[largest])begin
                largest = left;
            end
            if (right < heap_size && heap[right] > heap[largest])begin
                largest = right;
            end
            need_exchange = (largest != i);
        end
        _EXCHANGE:begin
            busy=1;
            if (need_exchange)begin
                {heap[i], heap[largest]} = {heap[largest], heap[i]};
                i = largest;  
            end
        end
        DONE_MAX_HEAPIFY:begin  
            busy=1;
        end
        DONE_COMMAND:begin
            busy = 0;
            done_command=1;
            RAM_valid  = 0;
            if (curr_cmd == write_RAM)begin
                done = 1;
            end
        end
        default: begin
            busy = 1;
        end
    endcase
    end
    end
    always @(*) begin
        case (curr_state)
            RESET: begin
                next_state = WRITE_ARRAY;
            end
            WRITE_ARRAY: begin
                if (data_valid) begin
                    next_state = WRITE_ARRAY;
                end
                else begin
                    next_state = DONE_COMMAND;
                end
            end
            IDLE:begin
            case (next_cmd)
                build_queue: next_state    = BUILD_QUEUE;
                extract_max: next_state    = EXCHANGE_VAL;
                increase_value: next_state = INCREASE_VAL;
                insert_data: next_state    = ADD_DATA;
                write_RAM: next_state      = WRITE_RAM;
                default: next_state        = IDLE;
            endcase end
            BUILD_QUEUE:begin
                if (outer_i >= 0)begin
                    next_state = _FIND_LARGEST;
                end
                else begin
                    next_state = DONE_COMMAND;
                end
            end
            EXCHANGE_VAL:begin
                next_state = _FIND_LARGEST;end
            ADD_DATA:begin
                next_state = INCREASE_VAL;end
            INCREASE_VAL:begin
                if (increase_val_value < heap[increase_val_index]) begin
                    next_state = DONE_COMMAND;
                end
                else begin
                    next_state = UP_MAXIFY;
                end
            end
            WRITE_RAM: begin
                if (address == heap_size) begin
                    next_state = DONE_COMMAND;
                end
                else begin
                    next_state = WRITE_RAM;
                end
            end
            UP_MAXIFY:begin
               next_state=DONE_UP_MAXIFY;
            end
            DONE_UP_MAXIFY:begin
                if (done_upmaxify)begin
                    next_state = UP_MAXIFY;
                end
                else begin
                    next_state = DONE_COMMAND;
                end
            end
            _FIND_LARGEST: begin
                next_state = _EXCHANGE;
            end
            _EXCHANGE: begin
                if (i == largest) begin
                    next_state = DONE_MAX_HEAPIFY;
                end
                else begin
                    next_state = _FIND_LARGEST;  
                end
            end
            DONE_MAX_HEAPIFY: begin  
                case (curr_cmd)
                    build_queue: next_state    = BUILD_QUEUE;
                    extract_max: next_state    = DONE_COMMAND;
                    increase_value: next_state = DONE_COMMAND;
                    insert_data: next_state    = DONE_COMMAND;
                    write_RAM: next_state      = DONE_COMMAND;
                    default: next_state        = DONE_COMMAND;
                endcase
            end
            DONE_COMMAND: begin
                if (curr_cmd == write_RAM)
                    next_state=DONE_COMMAND;  
                else  next_state = IDLE;
            end
            default: next_state = IDLE;
        endcase
    end
endmodule
==> flow/run.sh <==
#!/bin/bash
# OpenROAD 26Q1-2900-gdf79404cd8, Yosys 0.63+post, stock flow scripts
make -C /OpenROAD-flow-scripts/flow DESIGN_CONFIG=/design/flow/config.mk WORK_HOME=/design/flow/orfs finish
==> flow/config.mk <==
export PLATFORM = sky130hd
export DESIGN_NAME = MPQ
export DESIGN_NICKNAME = MPQ
export VERILOG_FILES = /design/flow/design.v
export SDC_FILE = /design/flow/constraint.sdc
export NUM_CORES = 4
export LEC_CHECK = 1
export CORE_UTILIZATION = 40
==> flow/constraint.sdc <==
current_design MPQ

set clk_period 19.6
set clk_io_pct 0.2

create_clock -name clk0 -period $clk_period [get_ports {clk}]

set non_clock_inputs [all_inputs -no_clocks]
set_input_delay [expr $clk_period * $clk_io_pct] -clock clk0 $non_clock_inputs
set_output_delay [expr $clk_period * $clk_io_pct] -clock clk0 [all_outputs]
==> impl_metrics.ini <==
; generated from flow reports
[synth]
largest_area_cell = edfxtp_1
ys_warn_count = 2
synth.avg_cell_area_um2 = 7.52
yosys-top-cells-area = edfxtp_1 (27%), a22oi_1 (9.1%), nand2_1 (6.1%), nor2_1 (5.4%), a21oi_1 (4.9%)
edf_count = 421
async_flop_share_pct = 3.22
yosysTopAreaCellShare_pct = 27.1
synth_flop_count = 435
yosys_area_um2 = 46600
ys_types = 105
synth_cells = 6203
synth.cell_area_um2 = 46600
yosys.stat.seqShare_pct = 27.9
yosys_cells = 6203
synthFlopType = edfxtp_1

[place]
place_congestion = 1.43
hpwl_um = 324000
port_buffers = 49

[clocking]
clockBufferDepth = 3
cts_buffers = 54
cts_hold_buf = 0
ctsRootBufferMaster = clkbuf_16
htree_num_levels = 2
cts_resized = 0
cts.sinks = 435
cts_setup_buffers = 0

[die]
die-height_um = 343
rows = 124
io_pins = 50
initCoreUtil_pct = 40.5
die_x_um = 343

[status]
status = did not finish
failed_stage = 5_1_grt
error = [ERROR GRT-0116] Global routing finished with congestion. Check the congestion regions in the DRC Viewer.

[global_route]
gr-total-overflow = 2381
grt_util_all_layers_pct = 95.7
grt_pass1_wl_um = 755000
grt_pass1_vias = 77816
grt_start_max_net_pins = 56
## metal layers
metal / global-route usage [%] / GRT overflow
met1: 95.7 / 421
met2: 99.8 / 880
met3: 94.4 / 495
met4: 91.4 / 518
met5: 85.5 / 67
## metrics by stage
stage	hold WS, ns	cell area [µm²]	utilization [%]	worst slack, ns	std cells
2_1_floorplan	0.338	46600	-	3.81	6203
3_3_place_gp	0.382	52100	45.3	3.00	7685
3_5_place_dp	0.385	52100	45.3	2.92	7685
4_1_cts	0.386	55500	48.3	3.61	8206
## cell usage after synthesis, types with 13 or more instances
library cell / number
nor2b_1: 23
a22oi_1: 562
o211a_1: 23
nand2_1: 752
a21oi_1: 453
nand3_1: 108
o21a_1: 24
o211ai_1: 23
and4_1: 18
mux2i_1: 89
xor2_1: 29
xnor2_1: 36
a32oi_1: 21
o21ai_0: 287
a31o_2: 65
a41oi_1: 13
a2111oi_0: 18
edfxtp_1: 421
clkbuf_1: 518
o221ai_1: 20
nand4_1: 164
and2_1: 29
a22o_1: 188
buf_1: 224
a21o_1: 19
ha_1: 66
dfrtn_1: 13
a221oi_1: 253
inv_1: 53
o22ai_1: 18
nand2b_1: 27
or3_1: 28
nor2_1: 674
a211o_1: 13
nor3_1: 103
a32o_1: 15
o31ai_1: 26
nor4_1: 76
a31oi_1: 123
a211oi_1: 164
a222oi_1: 47
and3_1: 58
buf_2: 76
## cells by family after synthesis
| logic type | count (synthesis) | synth area share (%) |
|---|---|---|
| AND/OR/NAND/NOR | 2158 | 21.4 |
| flip-flops | 435 | 27.9 |
| adder cells (fa/ha/maj) | 66 | 1.77 |
| AND-OR/OR-AND | 2478 | 38.0 |
| buffers and inverters | 899 | 7.53 |
| multiplexers | 101 | 2.23 |
| XOR/XNOR | 65 | 1.22 |
| other | 1 | 0.00804 |
